==> flow/design.v <==
module spi (
    input  logic        clk,         
    input  logic        reset_n,     
    input  logic        cs_n,        
    inout               mosi,        
    inout               miso,        
    output logic        sclk,        
    input  logic [7:0]  reg_addr,    
    input  logic        mode,        
    input  logic        reg_write,   
    input  logic [7:0]  reg_wdata,   
    output logic [7:0]  reg_rdata,   
    output logic        ready        
);
    logic [7:0] ctrl_reg;
    logic [7:0] status_reg;
    logic [7:0] data_in_reg;    
    logic [7:0] data_out_reg;   
    logic [7:0] clk_div_reg;    
    logic [7:0]  shift_reg;      
    logic [3:0]  bit_count;      
    logic [15:0] clk_counter;    
    logic        sclk_int;       
    logic        spi_en;         
    logic        mode;           
    logic        lsb_first;      
    logic mosi_out, miso_out;
    assign mosi = (mode) ? mosi_out : 'bz;  
    assign miso = (mode) ? 'bz : miso_out;  
    assign spi_en    = ctrl_reg[0];
    assign mode      = ctrl_reg[1];   
    assign lsb_first = ctrl_reg[2];
    assign status_reg[0] = ready;
    assign status_reg[1] = 1'b0;      
    always_ff @(posedge clk or negedge reset_n) begin
        if (!reset_n) begin
            ctrl_reg    <= 8'h00;   
            data_in_reg <= 8'h00;
            clk_div_reg <= 8'h01;   
        end
        else if (reg_write && !cs_n) begin
            case (reg_addr)
                8'h00: ctrl_reg    <= reg_wdata;   
                8'h08: data_in_reg <= reg_wdata;   
                8'h10: clk_div_reg <= reg_wdata;   
                default: ;  
            endcase
        end
    end
    always_comb begin
        case (reg_addr)
            8'h00: reg_rdata = ctrl_reg;      
            8'h04: reg_rdata = status_reg;    
            8'h0C: reg_rdata = data_out_reg;  
            8'h10: reg_rdata = clk_div_reg;   
            default: reg_rdata = 8'h00;
        endcase
    end
    always_ff @(posedge clk or negedge reset_n) begin
        if (!reset_n) begin
            clk_counter <= 16'h0;
            sclk_int    <= 1'b0;
        end
        else if (spi_en && mode) begin  
            if (clk_counter >= {clk_div_reg, 1'b0}) begin
                clk_counter <= 16'h0;
                sclk_int    <= ~sclk_int;
            end
            else begin
                clk_counter <= clk_counter + 1;
            end
        end
        else begin
            clk_counter <= 16'h0;
            sclk_int    <= 1'b0;
        end
    end
    assign sclk = mode ? sclk_int : 1'b0;  
    always_ff @(posedge clk or negedge reset_n) begin
        if (!reset_n) begin
            shift_reg    <= 8'h00;
            bit_count    <= 4'h0;
            data_out_reg <= 8'h00;
            ready        <= 1'b1;
        end
        else begin
            ready <= (bit_count == 0);  
            if (spi_en) begin
                if (mode) begin  
                    if (ready && !cs_n) begin
                        shift_reg <= data_in_reg;
                        bit_count <= 4'h1;
                        ready     <= 1'b0;
                    end
                    else if (sclk_int && bit_count > 0) begin
                        if (lsb_first) begin
                            shift_reg <= {shift_reg[6:0], miso};
                        end
                        else begin
                            shift_reg <= {miso, shift_reg[7:1]};
                        end
                        if (bit_count == 8) begin
                            data_out_reg <= shift_reg;
                            bit_count    <= 4'h0;
                            ready        <= 1'b1;
                        end
                        else begin
                            bit_count <= bit_count + 1;
                        end
                    end
                end
                else begin  
                    if (sclk && !cs_n) begin
                        if (lsb_first) begin
                            shift_reg <= {shift_reg[6:0], mosi};
                        end
                        else begin
                            shift_reg <= {mosi, shift_reg[7:1]};
                        end
                        if (bit_count == 7) begin
                            data_out_reg <= shift_reg;
                            bit_count    <= 4'h0;
                        end
                        else begin
                            bit_count <= bit_count + 1;
                        end
                    end
                end
            end
        end
    end
    always_comb begin
        if (mode) begin  
            miso = 1'bz;  
        end
        else begin       
            if (lsb_first) begin
                miso = (bit_count < 8) ? data_in_reg[bit_count] : 1'bz;
            end
            else begin
                miso = (bit_count < 8) ? data_in_reg[7 - bit_count] : 1'bz;
            end
        end
    end
endmodule
==> flow/run.sh <==
#!/bin/bash
# OpenROAD 26Q1-2900-gdf79404cd8, Yosys 0.63+post, stock flow scripts
make -C /OpenROAD-flow-scripts/flow DESIGN_CONFIG=/design/flow/config.mk WORK_HOME=/design/flow/orfs finish
==> flow/config.mk <==
export PLATFORM = sky130hd
export DESIGN_NAME = spi
export DESIGN_NICKNAME = spi
export VERILOG_FILES = /design/flow/design.v
export SDC_FILE = /design/flow/constraint.sdc
export NUM_CORES = 4
export LEC_CHECK = 1
export CORE_UTILIZATION = 50
==> flow/constraint.sdc <==
current_design spi

set clk_period 3.5
set clk_io_pct 0.2

create_clock -name clk0 -period $clk_period [get_ports {clk}]

set non_clock_inputs [all_inputs -no_clocks]
set_input_delay [expr $clk_period * $clk_io_pct] -clock clk0 $non_clock_inputs
set_output_delay [expr $clk_period * $clk_io_pct] -clock clk0 [all_outputs]
==> impl_results.rst <==
Metrics
=======

.. list-table::
   :header-rows: 1

   * - Metric
     - Value
   * - Number of different library cells in the post-synthesis netlist
     - between 40 and 50
   * - Dominant combinational family
     - multiplexers
   * - Top cell type by total area after synthesis
     - dfrtp_1
   * - Top-count cell post-synth
     - dfrtp_1
   * - Asr flop ratio synth
     - 100%
   * - Cell types with the largest area share after synthesis
     - dfrtp_1, mux2_2, ha_1, nand2_1, o21ai_0
   * - Primary flip-flop cell chosen by synthesis mapping
     - dfrtp_1
   * - Post-synth regs
     - a little over 60
   * - Xor/xnor cell area share of the yosys netlist
     - under 10%
   * - Area fraction in and, or, nand and nor cells after synthesis
     - 14.3%
   * - Most common library cells after synthesis
     - dfrtp_1, mux2_2, nand2_1
   * - Stage at which the run stopped
     - 1_2_yosys
   * - Cells in synth_stat.txt
     - approximately 270
   * - Post-synth EDFFs
     - 0
   * - Post-synth area from yosys stat
     - between 3000 and 4000 sq um
   * - Synth warn
     - 9
   * - Mux cell area share
     - about 15%
   * - Result of the run
     - stopped before the end
   * - Area leader share
     - 49.1%
   * - Aoi share
     - under 10%
   * - First error in the log
     - ERROR: Found 1 problems in 'check -assert'.
   * - Seq share, synth
     - 50.8%
   * - Adder Area Share
     - under 10%
[logic make-up after synthesis]
family | Yosys count
xor gates and xnor gates | 9
other | 1
AOI/OAI and AO/OA | 39
DFF | 62
muxes | 41
buffers and inverters | 32
adders and majority gates | 11
and+or+nand+nor | 77
